==> flow/design.v <==
module Data_Memory(	clk_i, addr_i, data_i, MemRead_i, MemWrite_i, data_o);
input				clk_i;
input	[31:0]		addr_i;
input	[31:0]		data_i;
input				MemRead_i;
input				MemWrite_i;
output	[31:0] 		data_o;
reg		[31:0]		data_o;
reg		[7:0]		Mem 			[0:127];	 
integer				i;
wire signed	[31:0]		memory			[0:31];
assign  memory[0] = {Mem[3], Mem[2], Mem[1], Mem[0]};
assign  memory[1] = {Mem[7], Mem[6], Mem[5], Mem[4]};
assign  memory[2] = {Mem[11], Mem[10], Mem[9], Mem[8]};
assign  memory[3] = {Mem[15], Mem[14], Mem[13], Mem[12]};
assign  memory[4] = {Mem[19], Mem[18], Mem[17], Mem[16]};
assign  memory[5] = {Mem[23], Mem[22], Mem[21], Mem[20]};
assign  memory[6] = {Mem[27], Mem[26], Mem[25], Mem[24]};
assign  memory[7] = {Mem[31], Mem[30], Mem[29], Mem[28]};
assign  memory[8] = {Mem[35], Mem[34], Mem[33], Mem[32]};
assign  memory[9] = {Mem[39], Mem[38], Mem[37], Mem[36]};
assign  memory[10] = {Mem[43], Mem[42], Mem[41], Mem[40]};
assign  memory[11] = {Mem[47], Mem[46], Mem[45], Mem[44]};
assign  memory[12] = {Mem[51], Mem[50], Mem[49], Mem[48]};
assign  memory[13] = {Mem[55], Mem[54], Mem[53], Mem[52]};
assign  memory[14] = {Mem[59], Mem[58], Mem[57], Mem[56]};
assign  memory[15] = {Mem[63], Mem[62], Mem[61], Mem[60]};
assign  memory[16] = {Mem[67], Mem[66], Mem[65], Mem[64]};
assign  memory[17] = {Mem[71], Mem[70], Mem[69], Mem[68]};
assign  memory[18] = {Mem[75], Mem[74], Mem[73], Mem[72]};
assign  memory[19] = {Mem[79], Mem[78], Mem[77], Mem[76]};
assign  memory[20] = {Mem[83], Mem[82], Mem[81], Mem[80]};
assign  memory[21] = {Mem[87], Mem[86], Mem[85], Mem[84]};
assign  memory[22] = {Mem[91], Mem[90], Mem[89], Mem[88]};
assign  memory[23] = {Mem[95], Mem[94], Mem[93], Mem[92]};
assign  memory[24] = {Mem[99], Mem[98], Mem[97], Mem[96]};
assign  memory[25] = {Mem[103], Mem[102], Mem[101], Mem[100]};
assign  memory[26] = {Mem[107], Mem[106], Mem[105], Mem[104]};
assign  memory[27] = {Mem[111], Mem[110], Mem[109], Mem[108]};
assign  memory[28] = {Mem[115], Mem[114], Mem[113], Mem[112]};
assign  memory[29] = {Mem[119], Mem[118], Mem[117], Mem[116]};
assign  memory[30] = {Mem[123], Mem[122], Mem[121], Mem[120]};
assign  memory[31] = {Mem[127], Mem[126], Mem[125], Mem[124]};
initial begin
	for(i=0; i<128; i=i+1)
		Mem[i] = 8'b0;
end 
always@(posedge clk_i) begin
    if(MemWrite_i) begin
		Mem[addr_i+3] <= data_i[31:24];
		Mem[addr_i+2] <= data_i[23:16];
		Mem[addr_i+1] <= data_i[15:8];
		Mem[addr_i]   <= data_i[7:0];
	end
end
always@(addr_i or MemRead_i) begin
	if(MemRead_i)
		data_o = {Mem[addr_i+3], Mem[addr_i+2], Mem[addr_i+1], Mem[addr_i]};
end
endmodule
==> flow/run.sh <==
#!/bin/bash
# OpenROAD 26Q1-2900-gdf79404cd8, Yosys 0.63+post, stock flow scripts
make -C /OpenROAD-flow-scripts/flow DESIGN_CONFIG=/design/flow/config.mk WORK_HOME=/design/flow/orfs finish
==> flow/config.mk <==
export PLATFORM = sky130hd
export DESIGN_NAME = Data_Memory
export DESIGN_NICKNAME = Data_Memory
export VERILOG_FILES = /design/flow/design.v
export SDC_FILE = /design/flow/constraint.sdc
export NUM_CORES = 4
export LEC_CHECK = 1
export CORE_UTILIZATION = 50
==> flow/constraint.sdc <==
current_design Data_Memory

set clk_period 10.4
set clk_io_pct 0.2

create_clock -name clk0 -period $clk_period [get_ports {clk_i}]

set non_clock_inputs [all_inputs -no_clocks]
set_input_delay [expr $clk_period * $clk_io_pct] -clock clk0 $non_clock_inputs
set_output_delay [expr $clk_period * $clk_io_pct] -clock clk0 [all_outputs]
==> qor.yml <==
switchingPower_mw: 4.74
dr_wl_met3_um: 113000
numPortBuffers: 73
worstMarginPinSlew_ps: 1200
wl_met1_um: 169000
status: "finished clean"
ir_drop_v: 0.000198
dieArea_um2: 205000
critPathMaxStageDelay_ps: 760
grt_max_degree: 116
finalCritPeriodShare_pct: 67.8
mappedNetlistArea_um2: 102000
worstSetupPathType: "in -> reg"
cts_max_path_buffers: 3
unclocked_regs: 32
utilization_pct: 53.9
cts_buffers: 130
cap_viol_max_count: 0
wl_um: 574000
cp.arrival_ps: 7530
relSlewSlack_pct: 17.8
p_int_mw: 8.44
final_cell_mix: "mux2i_1 (1233), mux4_2 (1031), edfxtp_1 (1024)"
syn_avg_cell_area_um2: 10.8
total_power_mw: 13.2
wire_per_inst_um: 48.9
grt_setup_unrepaired: "false"
cp_slowest_cell: "ha_2"
postCtsHoldBufs: 0
route.detailed.drc: 0
syn_inst: 9411
ff_type: "edfxtp_1"
place_hpwl_um: 385000
critPathLaunchType: "input pin"
p_comb_share_pct: 29.6
synth.distinct_cells: 81
cts_resized: 0
hold_start: "data_i[5]"
ys_async_sr_fraction_pct: 0
cts.clk_slew.worst_paths_ps: 60
clockPowerShare_pct: 34.2
cts_root_buf: "clkbuf_16"
startpoint: "addr_i[0]"
setup_viol: 0
fin_setup_tns_ps: 0
hp-class: "in -> reg"
row_count: 165
critPathMaxFanout: 43
path_buffers: 4
dr_wl_met2_um: 230000
fmax_ghz: 0.142
critical-path-top-delay-family: "simple AND/OR/NAND/NOR gates"
top_layer_used: "met5"
yosysChipArea_um2: 102000
drtAntennaViolNets: 0
finalCriticalPeriod_ps: 7050
worstPathRequired_ps: 10880
antenna_found_initial: 81
untimed_endpoints: 64
synth-edff-count: 1024
drt_iter0_drc: 11516
grt-ovfl-total: 0
drt_pass1_iterations: 9
synth_warnings: 1
vias: 94282
ys_cells: 9411
path_cells: "buf_8, inv_2, ha_2, buf_4, and2_2, nand2_1, nor2_2, buf_4, nand2_1, nand3_1"
gp_routability_congestion: 1.16
cp-end-kind: "flip-flop"
die_y_um: 453
drive_gt1_share_pct: 26.6
core_area_um2: 202000
grt_use_total_pct: 59.3
seq_power_share_pct: 36.2
swShare_pct: 35.9
lay_top_count: "mux2i_1"
pin_count: 99
area_growth_pct: 7.12
dp_slack_ps: 3020
slew_viol_final: 0
grt_pass1_vias: 87437
setup_ws_ps: 3350
holdWs_ps: 1710
die_w_um: 453
tritoncts: "done"
ys.flops: 1056
htree_levels: 4
via_per_inst: 8.03
hold_violations: 0
cts_setup_buffers: 0
fp-utilization_pct: 50.3
grt_pass1_wl_um: 760000
p_leak_nw: 38.4
warnings: 62
pwr_density_cell_nw_per_um2: 121
[path summary, 6_finish.rpt]
check	to	slack [ps]	cells after the start
worst max-delay path	Mem[66][1]$_DFFE_PP_	3350	10
worst min-delay path	Mem[83][5]$_DFFE_PP_	1710	3
[cell usage after synthesis, types with 29 or more instances]
cell type | number | area (µm²)
mux2_2 | 522 | 5880
nor2_1 | 338 | 1270
nor3_1 | 38 | 190
mux4_2 | 1031 | 23200
o21ai_0 | 543 | 2720
buf_2 | 288 | 1440
nor2_4 | 29 | 327
mux2i_1 | 1233 | 12300
buf_1 | 72 | 270
o22ai_1 | 613 | 3830
nor2_2 | 71 | 444
a21o_1 | 512 | 3840
nand3_1 | 159 | 796
dlxtp_1 | 32 | 480
nand2_1 | 991 | 3720
edfxtp_1 | 1024 | 30700
o21ai_1 | 52 | 260
buf_4 | 37 | 278
nand4_1 | 39 | 244
a32oi_1 | 33 | 289
a21oi_1 | 572 | 2860
clkbuf_1 | 751 | 2820
or4_1 | 82 | 616
[layout make-up]
| class | count | area (µm²) |
|---|---|---|
| multi-input cells | 7196 | 66000 |
| inverters | 6 | 32.5 |
| diodes | 94 | 235 |
| repair buffers | 491 | 4080 |
| clock inverters | 65 | 537 |
| clock buffers | 168 | 3480 |
| flip-flops and latches | 1056 | 31200 |
| fillers | 16938 | 93100 |
| well taps | 2672 | 3340 |
[power groups by stage]
| stage | combinational [mW] | clock, mW | sequential [mW] |
|---|---|---|---|
| finish | 3.90 | 4.51 | 4.77 |
| CTS | 3.62 | 4.50 | 4.77 |
| global route | 3.83 | 4.63 | 4.78 |
[metrics by stage]
step / std cells / cell area (µm²)
2_1_floorplan: 9411 / 102000
3_3_place_gp: 11421 / 105000
3_5_place_dp: 11421 / 105000
4_1_cts: 11654 / 109000
5_1_grt: 11697 / 109000
6_report: 11748 / 109000
[routing by layer]
metal  vias up  GRT usage (%)
li1      36477              -
met1     45853           64.5
met2      9284           76.0
met3      2548           46.3
met4       120           42.5
met5         -           19.1
[sequential cells by signal, indices dropped and copies added (netlist names)]
name / flops
Mem: 1024
data_o: 32
[cell families after synthesis]
kind of cell | synth area share [%]
xor+xnor | 0.159
fa+ha+maj | 0.0861
compound gates | 15.0
flops | 30.2
simple gates | 8.53
buf+inv | 4.79
latches | 0.472
mux | 40.7
[tightest hold or removal path, cell delays in order]
cell and delay (ps):
buf_6 170, nand2_1 80, o21ai_1 50
